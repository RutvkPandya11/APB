### ./constraint.sdc
current_design apb_slave

set clk_period 3.1
set clk_io_pct 0.2

create_clock -name clk0 -period $clk_period [get_ports {PCLK}]

set non_clock_inputs [all_inputs -no_clocks]
set_input_delay [expr $clk_period * $clk_io_pct] -clock clk0 $non_clock_inputs
set_output_delay [expr $clk_period * $clk_io_pct] -clock clk0 [all_outputs]
### ./design.v
module apb_slave (
    input wire PCLK,
    input wire PRESETn,
    input wire PSEL,
    input wire PENABLE,
    input wire PWRITE,
    input wire [31:0] PADDR,
    input wire [31:0] PWDATA,
    input wire [3:0] PSTRB,
    output reg [31:0] PRDATA,
    output reg PREADY,
    output reg PSLVERR
);
    reg [31:0] memory [0:255];  
    always @(posedge PCLK or negedge PRESETn) begin
        if (!PRESETn) begin
            PREADY <= 0;
            PSLVERR <= 0;
            PRDATA <= 32'b0;
        end else if (PSEL && PENABLE) begin
            PREADY <= 1;
            PSLVERR <= 0;  
            if (PWRITE) begin
                if (PADDR < 256) begin  
                    if (PSTRB[0]) memory[PADDR][7:0] <= PWDATA[7:0];
                    if (PSTRB[1]) memory[PADDR][15:8] <= PWDATA[15:8];
                    if (PSTRB[2]) memory[PADDR][23:16] <= PWDATA[23:16];
                    if (PSTRB[3]) memory[PADDR][31:24] <= PWDATA[31:24];
                end else begin
                    PSLVERR <= 1;  
                end
            end else begin
                if (PADDR < 256) begin  
                    PRDATA <= memory[PADDR];
                end else begin
                    PSLVERR <= 1;  
                end
            end
        end else begin
            PREADY <= 0;
        end
    end
endmodule
### ./run.sh
#!/bin/bash
# OpenROAD 26Q1-2900-gdf79404cd8, Yosys 0.63+post, stock flow scripts
make -C /OpenROAD-flow-scripts/flow DESIGN_CONFIG=/design/flow/config.mk WORK_HOME=/design/flow/orfs finish
### ./config.mk
export PLATFORM = sky130hd
export DESIGN_NAME = apb_slave
export DESIGN_NICKNAME = apb_slave
export VERILOG_FILES = /design/flow/design.v
export SDC_FILE = /design/flow/constraint.sdc
export NUM_CORES = 4
export LEC_CHECK = 1
export CORE_UTILIZATION = 50
==> ci_impl_report.md <==
## PnR job results

| Metric | Value |
|---|---|
| Status | `finished with violations` |
| Failing checks | `capacitance limit, slew limit, setup timing` |
| Die area | `612000 µm²` |
| CTS root buf | `clkbuf_16` |
| Layout fillers | `38916` |
| Power Density | `572 nW/µm²` |
| Sequential power share | `52.5%` |
| Async S/R FF share, synth | `0.413%` |
| Post-synthesis cell count | `17822` |
| GPL Wtd Cong | `1.21` |
| Die Ht | `783 µm` |
| Detailed-route DRC error count | `0` |
| DR iter-0 viols | `29540` |
| Largest net degree at the start of global routing | `117` |
| PnR worst setup slack | `-0.877 ns` |
| Synth warn | `2` |
| Wire per inst | `61.5 µm` |
| Final ANT Viol Nets | `0` |
| Dominant Register Cell | `edfxtp_1` |
| Internal power | `0.181 W` |
| CTS tree | `yes` |
| First-pass GRT wire length | `2440000 µm` |
| Combinational share of power | `4.0%` |
| Slew Viols, Final | `51` |
| Pre-Place Util | `50.2%` |
| Critical-path cell with the highest stage delay | `nand4_1` |
| Cell family with most CP delay | `simple AND/OR/NAND/NOR gates` |
| # port buffers | `106` |
| Initial antenna violation count | `320` |
| Setup TNS | `-33.04 ns` |
| Area grow syn2layout | `33.6%` |
| Distinct lib cells used | `57` |
| Sequential-to-total area share from yosys stat | `81.0%` |
| H-tree Lvls | `6` |
| Final Skew | `0.147 ns` |
| Final setup vio count | `355` |
| Top Layout Cells | `8192 x edfxtp_1, 3163 x buf_4, 2591 x a22oi_1` |
| # Cells Yosys | `17822` |
| GRT Total Usage | `71.4%` |
| CP startpoint kind | `input pin` |
| Avg Cell Area, Syn | `17.1 µm²` |
| Lkg Pwr | `135 nW` |
| Worst Hold Class | `in2async` |
| Vias | `241108` |
| Core area | `607000 µm²` |
| Worst rel slew slack | `-16.7%` |
| Switching portion of total power | `22.3%` |
| NetSw | `0.0520 W` |
| Fmax achieved | `251 MHz` |
| Register Area | `247000 µm²` |
| Place WS | `-2.46 ns` |
| Max stage delay on crit path | `1.08 ns` |
| Post-synth EDFFs | `8192` |
| Final Hold Viols | `0` |
| Vias/cell | `7.57` |
| Stage-log warning count | `71` |
| Number of global-route vias before repair | `236552` |
| Worst EP required | `4.22 ns` |
| CP Class | `in2reg` |
| Final Cycle Share | `128%` |
| Max Cap Viol | `1` |
| 1st-pass router iterations | `11` |
| Maximum vdd drop | `0.714 mV` |
| Routed wire length | `1960000 µm` |
| RSZ-0062 raised after global routing | `yes` |
| Mapped Area | `305000 µm²` |
| Arr. time, crit path | `5.09 ns` |
| Synth Register Bits | `8226` |
| I/O pin count | `107` |
| Top cell excl fill/tap | `edfxtp_1` |
| Critical path buffers and inverters | `7` |
| Die W | `783 µm` |
| Worst-path clk slew | `0.07 ns` |
| Clk pwr share | `43.5%` |
| Rows | `286` |
| Inserted Clock Buffers | `825` |
| Yosys chip area | `305000 µm²` |
| GRT overflow | `0` |
| CTS sink count | `8226` |
| Maximum clock insertion buffer count | `4` |
| Late-Pin Clk Latency | `1.29 ns` |
| CP endpoint kind | `register` |
| Final Power | `0.233 W` |
| Detailed placer's ending HPWL | `1470000 µm` |
| Min cycle time layout | `3.98 ns` |
| Critical path peak fanout | `15` |
| Gate Area | `59500 µm²` |
| Layout cells sized above 1 | `31.3%` |
| Tightest Pin Transition | `1.75 ns` |
| Critical path, cell by cell | `buf_16 -> buf_12 -> buf_12 -> nor4bb_4 -> buf_4 -> buf_4 -> a22oi_1 -> o22ai_1 -> nor2_2 -> nor4b_4 -> clkbuf_16 -> nand4_1 -> buf_12 -> nor4b_4 -> nor3_1` |
| Crit-path most repeated cell | `buf_12` |
## per-layer routing
layer | up-vias | routed length, µm | global-route usage (%)
met4 | 886 | 245000 | 59.8
met3 | 9396 | 471000 | 73.0
met5 | - | 44200 | 63.4
met2 | 31486 | 715000 | 78.5
li1 | 83998 | - | -
met1 | 115342 | 484000 | 68.1
## power by group through the flow
stage	clock network, W	logic, W	registers [W]
final	0.101	0.00938	0.122
after global routing	0.105	0.00894	0.122
after CTS	0.100	0.00818	0.122
## cell usage after synthesis, types with 18 or more instances
library cell	n	share of area (%)
nand2_1	752	0.93
clkbuf_1	741	0.91
a32oi_1	163	0.47
a221oi_1	149	0.43
nor3_1	131	0.22
o22ai_1	287	0.59
buf_2	280	0.46
o21ai_0	42	0.069
nand3_1	546	0.90
a22o_1	431	1.2
buf_1	171	0.21
o22a_1	24	0.069
o2111ai_1	23	0.066
nor4b_1	35	0.10
nand4_1	335	0.69
edfxtp_1	8192	81
nor4_1	186	0.38
or4_1	130	0.32
dfrtp_1	34	0.28
and3_1	307	0.63
o211ai_1	36	0.089
and4_1	18	0.052
a21oi_1	371	0.61
nor2_1	1358	1.7
a222oi_1	95	0.31
a2111oi_0	98	0.28
a22oi_1	2679	6.6
## registers in the layout, indices dropped and copies added (netlist names)
register  flops
memory     8192
PRDATA       32
PREADY        1
PSLVERR       1
## layout make-up
cell class / count / area share, %
multi-input cells: 8382 / 14.6
inverters: 1 / 0.00215
well taps: 8064 / 2.48
flip-flops and latches: 8226 / 60.7
diodes: 488 / 0.300
clock buffers: 1023 / 5.30
repair buffers: 5173 / 15.3
clock inverters: 507 / 1.36
## stage by stage
| step | area, µm² | cells | util (%) | hold slack, ns |
|---|---|---|---|---|
| 6_report | 407000 | 31864 | 67.1 | 0.310 |
| 2_1_floorplan | 307000 | 17822 | - | 0.324 |
| 3_5_place_dp | 372000 | 29553 | 61.3 | 0.477 |
| 4_1_cts | 401000 | 31195 | 66.2 | 0.222 |
| 5_1_grt | 407000 | 31702 | 67.0 | 0.300 |
| 3_3_place_gp | 372000 | 29547 | 61.3 | 0.478 |
## cell families after synthesis
logic type      share of synthesized area (%)
simple gates                             6.19
mux                                    0.0427
compound gates                           11.1
flops                                    81.0
buf+inv                                  1.64
## worst reg2reg max path, cell delays in order (launching register included)
cell,delay (ns)
edfxtp_1,0.37
a22o_1,0.24
o21ai_2,0.13
nand3_2,0.10
buf_6,0.15
nor4b_4,0.31
clkbuf_16,0.30
nand4_1,1.18
buf_12,0.56
nor4b_4,0.27
nor3_1,0.07
## path summary, 6_finish.rpt
check	depth (start not counted)	slack (ns)	from	endpoint
worst min-delay path	4	0.31	PRESETn	PRDATA[12]$_DFFE_PN0P_
min in group clk0	2	0.37	PWDATA[14]	memory[102][14]$_DFFE_PP_
worst min register to register	2	0.49	PSLVERR$_DFFE_PN0P_	PSLVERR$_DFFE_PN0P_
worst max-delay path	15	-0.88	PADDR[7]	PRDATA[1]$_DFFE_PN0P_
max in group asynchronous	6	0.99	PRESETn	PRDATA[19]$_DFFE_PN0P_
worst max register to register	10	-0.73	memory[245][1]$_DFFE_PP_	PRDATA[1]$_DFFE_PN0P_
## repair_timing
item	CTS	global route
setup endpoints to repair	169	158
buffers inserted	76	179
pin swaps	89	183
hold endpoints to repair	1362	0
gates resized	317	493
hold buffers	33	0
gates cloned	4	14
Power is estimated from default activity; no workload was simulated.
